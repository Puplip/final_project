**/design/flow/config.mk**
```make
export PLATFORM = sky130hd
export DESIGN_NAME = ps2_mouse_controller
export DESIGN_NICKNAME = ps2_mouse_controller
export VERILOG_FILES = /design/flow/design.v
export SDC_FILE = /design/flow/constraint.sdc
export NUM_CORES = 4
export LEC_CHECK = 1
export CORE_UTILIZATION = 30
```
**/design/flow/constraint.sdc**
```tcl
current_design ps2_mouse_controller

set clk_period 4.4
set clk_io_pct 0.2

create_clock -name clk0 -period $clk_period [get_ports {Clk}]
create_clock -name clk1 -period $clk_period [get_ports {PS2_MSCLK}]

set non_clock_inputs [all_inputs -no_clocks]
set_input_delay [expr $clk_period * $clk_io_pct] -clock clk0 $non_clock_inputs
set_output_delay [expr $clk_period * $clk_io_pct] -clock clk0 [all_outputs]
```
**/design/flow/design.v**
```verilog
module ps2_mouse_controller(
 input logic Clk, Reset,
 inout wire PS2_MSCLK,
 inout wire PS2_MSDAT,
 output logic Mouse_LeftClick, Mouse_RightClick,
 output logic [8:0] Mouse_dx, Mouse_dy,
 output logic packetReceived
);
 logic [7:0] Count, Count_n;
 logic firstTime = 1'b1;
 logic [8:0] X_Move, Y_Move;
 logic [15:0] X_Move_Signed, Y_Move_Signed;
 logic Y_Overflow,X_Overflow,Y_Sign,X_Sign;
 logic Mouse3,Mouse2,Mouse1;
 enum logic[7:0] {
 Wait=8'd0,
 One=8'd1,
 Four=8'd3,
 Six=8'd5,
 Seven=8'd6,
 Nine=8'd7,
 TenEleven=8'd8,
 Read=8'd10
 } next_state, curr_state;
 logic[27:0] count, count_n;
 logic[8:0] send_data = 9'b011110100;
 logic seld, selc, psd;
assign PS2_MSCLK = selc ? 1'b0 : 1'bz;
assign PS2_MSDAT = seld ? psd : 1'bz;
logic [5:0] bcount = 6'd9;
logic [32:0] Bytes;
 always_ff @ (posedge Clk) begin
	if (firstTime) begin
		firstTime = 1'b0;
		curr_state = One;
		next_state = One;
		selc = 1'b0;
		seld = 1'b0;
		psd = 1'b0;
		count = 27'd0;
	end else begin
  case (curr_state)
   One: begin
    selc = 1'b1;
    count = count + 27'd1;
    if (count == 27'd1000000) begin 
     next_state = Four;
	  psd = 0;
     seld = 1'b1;
     count = 27'd0;
     selc = 1'b0;
    end
   end
   Four: begin
    if (PS2_MSCLK == 1'b0) begin
     next_state = Six;
    end
   end
   Six: begin
    psd = send_data[count];
    if (PS2_MSCLK == 1'b1) begin
	  next_state = Four;
     if (count == 27'd8) begin 
      next_state = Seven;
      count = 27'd0;
     end else begin
      count = count + 27'd1;
     end
    end
   end
   Seven: begin
    if (PS2_MSCLK == 1'b0) next_state = Nine;
   end
   Nine: begin
    seld = 0;
    next_state = TenEleven;
   end
   TenEleven: begin
    if (PS2_MSCLK == 1'b0 & PS2_MSDAT == 1'b0)
     next_state = Read;
   end
  endcase
  if (Reset) begin
   curr_state = One;
	next_state = One;
   selc = 1'b0;
   seld = 1'b0;
   psd = 1'b0;
   count = 27'd0;
  end else begin
   curr_state = next_state;
  end
  end
 end
 always_ff @ (negedge PS2_MSCLK or posedge Reset) begin
  if (Reset) begin
		bcount = 27'd9;
	end else if (curr_state == Read) begin
		packetReceived = 1'b0;
		Bytes[bcount] = PS2_MSDAT;
		bcount = bcount + 1'b1;
		if(bcount == 6'd33)
		begin
			bcount = 0;
			packetReceived = 1'b1;
			Mouse1 = Bytes[23];
			Mouse2 = Bytes[24];
			Mouse3 = Bytes[25];
			X_Sign = Bytes[27];
			Y_Sign = Bytes[28];
			X_Overflow = Bytes[29];
			Y_Overflow = Bytes[30];
			X_Move = Bytes[8:1];
			Y_Move = Bytes[19:12];
		end
	end
 end
assign X_Move_Signed = (X_Sign)?(~{1'b0,X_Move})+1'b1:{1'b0,X_Move};
assign Y_Move_Signed = (Y_Sign)?(~{1'b0,Y_Move})+1'b1:{1'b0,Y_Move};
assign Mouse_dx = (X_Overflow)?(0):X_Move_Signed;
assign Mouse_dy = (Y_Overflow)?(0):Y_Move_Signed;
assign Mouse_LeftClick = Mouse1;
assign Mouse_RightClick = Mouse2;
endmodule 
```
**/design/flow/run.sh**
```bash
#!/bin/bash
# OpenROAD 26Q1-2900-gdf79404cd8, Yosys 0.63+post, stock flow scripts
make -C /OpenROAD-flow-scripts/flow DESIGN_CONFIG=/design/flow/config.mk WORK_HOME=/design/flow/orfs finish
```
==> impl_metrics.tcl <==
# metrics dict for downstream scripts
set metrics [dict create \
    status "stopped before the end" \
    lastStage "4_1_cts" \
    firstError "[error] [KeplerFormal.cpp:679] Workflow failed: Iso has multiple drivers: .PS2_MSDAT0, PS2_MSDAT$_SDFFE_PN0P_.Q0" \
    pin_count 25 \
    cts_root_buffer "clkbuf_8" \
    top_cells_by_count "33 x dfxtp_1, 32 x nor2_1, 25 x nand2_1, 23 x buf_4" \
    cts_buffers 5 \
    die_h_um 87.6 \
    enable_flop_cells 0 \
    yosysWarningCount 3 \
    fp_util_pct 31.7 \
    yosys.stat.seqShare_pct 30.0 \
    cts_setup_buffers 0 \
    cts.sink_count 33 \
    io_buffers 1 \
    row_count 30 \
    htree_levels 2 \
    cts_hold_buf 0 \
    async_flop_share_pct 0 \
    synthesis.area_mm2 0.00220 \
    die_w_um 87.6 \
    synth_top_flop_cell "dfxtp_1" \
    syn_inst 281 \
    ys_cells 281 \
    netlist_top_cells_area "dfxtp_1 30%, buf_4 7.8%, xnor2_1 5.6%, nor2_1 5.5%, xor2_1 4.8%" \
    globalplace.congestion 0.873 \
    ys_types 47 \
    syn_avg_cell_area_um2 7.83 \
    hpwl_um 3090 \
    yosysChipArea_mm2 0.00220 \
    ctsResizeCount 0 \
    most_common_cell "dfxtp_1" \
    largest_area_cell "dfxtp_1" \
    synth-seq-cells 33 \
    cts_buffer_depth 2 \
    yosys.area.top_type_share_pct 30.0 \
]
-- logic make-up after synthesis --
kind of cell	after synthesis	synth area share [%]
flops	33	30.0
other cells	1	0.170
compound gates	39	11.3
simple gates	130	32.9
buf+inv	47	12.6
mux	1	0.455
xor+xnor	26	10.4
fa+ha+maj	4	2.28
-- through the flow --
step,cells,setup slack (ps),hold WS (ps),area (µm²),utilization [%]
detailed placement,359,921,436,2160,31.1
floorplan,303,1320,411,2280,-
global placement,359,876,420,2160,31.1
